`flow/run.sh`:
```
#!/bin/bash
# OpenROAD 26Q1-2900-gdf79404cd8, Yosys 0.63+post, stock flow scripts
make -C /OpenROAD-flow-scripts/flow DESIGN_CONFIG=/design/flow/config.mk WORK_HOME=/design/flow/orfs finish
```
`flow/config.mk`:
```
export PLATFORM = sky130hd
export DESIGN_NAME = pc
export DESIGN_NICKNAME = pc
export VERILOG_FILES = /design/flow/design.v
export SDC_FILE = /design/flow/constraint.sdc
export NUM_CORES = 4
export LEC_CHECK = 1
export CORE_UTILIZATION = 50
```
`flow/design.v`:
```
module CLA16(A,B,Cin,Cout,S);
input [15:0]A,B;
input Cin;
output Cout;
output[15:0]S;
wire c30,c74,c118,c1512;
wire p30,p74,p118,p1512;
wire g30,g74,g118,g1512;
wire g70,p70,g158,p158;
wire p150,g150;
CLA4 A3_0 (.A(A[3:0]),.B(B[3:0]),.Cin(Cin),.Cout(),.P(p30),.G(g30),.S(S[3:0]));
CLA4 A7_4 (.A(A[7:4]),.B(B[7:4]),.Cin(c30),.Cout(),.P(p74),.G(g74),.S(S[7:4]));
CLA4 A11_8 (.A(A[11:8]),.B(B[11:8]),.Cin(c74),.Cout(),.P(p118),.G(g118),.S(S[11:8]));
CLA4 A15_12 (.A(A[15:12]),.B(B[15:12]),.Cin(c118),.Cout(),.P(p1512),.G(g1512),.S(S[15:12]));
assign g70 = g74|(p74&g30);
assign p70 = p30&p74;
assign g158 = g1512|(p1512&g118);
assign p158 = p118&p1512;
assign g150 = g158|(p158&g70);
assign p150 = p70&p158;
assign c30 = g30|(Cin&p30);
assign c74 = g70|(Cin&p70);
assign c118 = g118|(g74&p118)|(g30&p74&p118)|(Cin&p70&p118);
assign Cout = g1512|(g118&p1512)|(g74&p158)|(g30&p74&p158)|(Cin&p150);
endmodule
module CLA4(A,B,Cin,Cout,P,G,S);
input [3:0]A,B;
input Cin;
output Cout, P,G;
output [3:0]S;
wire p0,p1,p2,p3;
wire g0,g1,g2,g3;
wire c1,c2,c3;
pfa bit0 (.A(A[0]),.B(B[0]),.Cin(Cin),.S(S[0]),.P(p0),.G(g0));
pfa bit1 (.A(A[1]),.B(B[1]),.Cin(c1),.S(S[1]),.P(p1),.G(g1));
pfa bit2 (.A(A[2]),.B(B[2]),.Cin(c2),.S(S[2]),.P(p2),.G(g2));
pfa bit3 (.A(A[3]),.B(B[3]),.Cin(c3),.S(S[3]),.P(p3),.G(g3));
assign P = p0&p1&p2&p3;
assign G = g3|(g2&p3)|(g1&p2&p3)|(g0&p1&p2&p3);
assign c1 = g0|(Cin&p0);
assign c2 = g1|(g0&p1)|(Cin&p0&p1);
assign c3 = g2|(g1&p2)|(g0&p1&p2)|(Cin&p0&p1&p2);
assign Cout = G |(Cin&P);
endmodule
module dff (q, d, clk, rst);
    output         q;
    input          d;
    input          clk;
    input          rst;
    reg            state;
    assign #(1) q = state;
    always @(posedge clk) begin
      state = rst? 0 : d;
    end
endmodule
module pc(en,clk,rst,jump,inst,addr,branch,rs,pc_nx,ID_inst,br_ctl);
input en, clk, rst, jump,branch;
input[15:0] inst,ID_inst;
input [15:0] rs;
output [15:0] addr;
output [15:0] pc_nx;
output br_ctl;
wire Z,N,P;
wire [15:0] pc_wb, nxt_pc;
wire br_ctl;
wire [15:0] br_imm, br_out,br_pre;
wire [15:0] jmp_d, jmp_i, jmp_out;
wire [15:0] prev_pc;
reg16 pc_dff(.read(addr),.write(pc_wb),.wr_en(en),.rst(rst),.clk(clk));
CLA16 pc_incr(.A(addr),.B(16'h0002),.Cin(1'b0),.Cout(),.S(nxt_pc));
CLA16 br_add(.A(addr),.B(br_imm),.Cin(1'b0),.Cout(),.S(br_pre));
  assign or0 = rs[0]|rs[1]|rs[2]|rs[3];
  assign or1 = rs[4]|rs[5]|rs[6]|rs[7];
  assign or2 = rs[8]|rs[9]|rs[10]|rs[11];
  assign or3 = rs[12]|rs[13]|rs[14]|rs[15];
  assign Z = ~(or0|or1|or2|or3);
  assign N = rs[15];
  assign P = ~(Z^N); 
assign br_ctl = ((ID_inst[15:11]==5'b01100)&Z) ?1'b1:
                ((ID_inst[15:11]==5'b01101)&(~Z))? 1'b1:
                ((ID_inst[15:11]==5'b01110)&N)? 1'b1:
                ((ID_inst[15:11]==5'b01111)&(Z|P))? 1'b1:
                1'b0;
assign br_imm = {{8{inst[7]}}, ID_inst[7:0]};		 
CLA16 jmp_add_d(.A(nxt_pc),.B({{5{inst[10]}},inst[10:0]}),.Cin(1'b0),.Cout(),.S(jmp_d));
CLA16 jmp_add_i(.A(rs),.B({{8{inst[7]}},inst[7:0]}),.Cin(1'b0),.Cout(),.S(jmp_i));
assign jmp_out = (inst[11])? jmp_i:jmp_d;
assign br_out = (br_ctl)? br_pre:nxt_pc;
assign pc_wb = (jump)? jmp_out : br_out;
assign pc_nx = nxt_pc;
endmodule
module pfa(A,B,Cin,S,P,G);
input A,B,Cin;
output S,P,G;
assign P = A^B;
assign S = P^Cin;
assign G = A&B;
endmodule
module reg16(read,write,wr_en,rst,clk);
input [15:0]write;
input wr_en,rst,clk;
output [15:0] read;
wire [15:0]d_in;
assign d_in = (wr_en)? write:read;
dff d0 (.q(read[0]),.d(d_in[0]),.clk(clk),.rst(rst));
dff d1 (.q(read[1]),.d(d_in[1]),.clk(clk),.rst(rst));
dff d2 (.q(read[2]),.d(d_in[2]),.clk(clk),.rst(rst));
dff d3 (.q(read[3]),.d(d_in[3]),.clk(clk),.rst(rst));
dff d4 (.q(read[4]),.d(d_in[4]),.clk(clk),.rst(rst));
dff d5 (.q(read[5]),.d(d_in[5]),.clk(clk),.rst(rst));
dff d6 (.q(read[6]),.d(d_in[6]),.clk(clk),.rst(rst));
dff d7 (.q(read[7]),.d(d_in[7]),.clk(clk),.rst(rst));
dff d8 (.q(read[8]),.d(d_in[8]),.clk(clk),.rst(rst));
dff d9 (.q(read[9]),.d(d_in[9]),.clk(clk),.rst(rst));
dff d10 (.q(read[10]),.d(d_in[10]),.clk(clk),.rst(rst));
dff d11 (.q(read[11]),.d(d_in[11]),.clk(clk),.rst(rst));
dff d12 (.q(read[12]),.d(d_in[12]),.clk(clk),.rst(rst));
dff d13 (.q(read[13]),.d(d_in[13]),.clk(clk),.rst(rst));
dff d14 (.q(read[14]),.d(d_in[14]),.clk(clk),.rst(rst));
dff d15 (.q(read[15]),.d(d_in[15]),.clk(clk),.rst(rst));
endmodule
```
`flow/constraint.sdc`:
```
current_design pc

set clk_period 8.0
set clk_io_pct 0.2

create_clock -name clk0 -period $clk_period [get_ports {clk}]

set non_clock_inputs [all_inputs -no_clocks]
set_input_delay [expr $clk_period * $clk_io_pct] -clock clk0 $non_clock_inputs
set_output_delay [expr $clk_period * $clk_io_pct] -clock clk0 [all_outputs]
```
==> flow_summary.json <==
{
  "clkTransAtPathRegs_ns": 0.07,
  "tns_ns": 0,
  "postCtsSetupBuffers": 0,
  "pre_cts_slack_ns": 2.664,
  "startpoint": "rs[10]",
  "insertion_delay_ns": 0.25,
  "post-route-drc-count": 0,
  "antenna_found_initial": 0,
  "power_mw": 0.4151,
  "max_slew.worst_pin.slew_ns": 0.7108,
  "ys.flops": 16,
  "cp_data_arrival_time_ns": 3.69,
  "yosys_warnings": 5,
  "synth_cells": 386,
  "post_cts_resized": 0,
  "final.min_clock_period_ns": 5.290,
  "placementRows": 29,
  "end_kind": "output pin",
  "cts.sinks": 16,
  "worstPathRequired_ns": 6.40,
  "grt_pass1_wl_um": 12980,
  "num_antenna_cells": 0,
  "fp.dieW_um": 83.25,
  "fin_hold_ws_ns": 0.5781,
  "viasPerCell": 5.469,
  "root_buffer": "clkbuf_8",
  "antenna_left": 0,
  "placed_cell_area_um2": 3901,
  "gp_congestion": 0.8663,
  "slew_violations": 0,
  "cts_tree": "yes",
  "dpl.hpwl_um": 6343,
  "ir_drop_mv": 0.05761,
  "grtUsageTotal_pct": 23.43,
  "ys_cells": 386,
  "synth.distinct_cells": 50,
  "clock_skew_ns": 0.003421,
  "worstSetupPathType": "input pin to output pin",
  "min_from": "pc_dff.d11.state",
  "setup_viol": 0,
  "cts-hold-fix-buffers": 0,
  "crit_fanout": 16,
  "synth.most_common_cell": "ha_1",
  "core_um2": 6350,
  "ff_type": "dfxtp_1",
  "hold_path.class": "flop to flop",
  "io_buffers": 77,
  "dp_cells": 502,
  "routedWlPerCell_um": 14.86,
  "yosys-top-cells-count": "ha_1 (66), o21ai_0 (35), buf_4 (32)",
  "vias": 2762,
  "die_area_um2": 6931,
  "ios": 86,
  "power_density_nw_per_um2": 105.3,
  "drt-total-wl_um": 7503,
  "grt_pass1_vias": 2628,
  "report.final.hold_viol_count": 0,
  "rr_startpoint": "pc_dff.d1.state",
  "ys_seq_share_pct": 9.704,
  "leakagePower_nw": 1.736,
  "fin_cells": 505,
  "htreeDepth": 1,
  "tool_warnings": 46,
  "synth_area_um2": 3301,
  "overflow": 0,
  "area_leaders": "ha_1 (25%), dfxtp_1 (9.7%), fa_1 (7.3%)",
  "post-route-cell-area_um2": 3943,
  "ys_area_um2": 3301,
  "syn2layout_area_growth_pct": 19.45,
  "first_iter_violations": 128,
  "cts_buffers": 3,
  "edf_count": 0,
  "top_area_cell": "ha_1",
  "grt_max_degree": 26,
  "die_h_um": 83.25,
  "relSlewSlack_pct": 52.44,
  "rsz0062_at_grt": "false",
  "fp_util_pct": 51.98,
  "ys_async_sr_fraction_pct": 0,
  "outcome": "completed",
  "max_freq_mhz": 189.0,
  "fin_crit_sh_pct": 66.12,
  "maxCapViolCount": 0,
  "drive_gt1_share_pct": 3.738,
  "avgSynthCellArea_um2": 8.551,
  "layout_setup_ws_ns": 2.710,
  "cp-start-kind": "input pin",
  "clock_path_buffers": 2,
  "final_util_pct": 62.09,
  "drt-pass1-iter-count": 4,
  "fillers": 533,
  "top_area_share_pct": 25.02
}
## area by class of cell
type | instances | area (um^2) | share of cell area, %
sequential | 16 | 320.3 | 8.124
clock buffer | 3 | 41.29 | 1.047
tap | 77 | 96.34 | 2.444
inverter | 18 | 70.07 | 1.777
multi-input combinational | 312 | 2629 | 66.68
timing repair buffer | 79 | 785.8 | 19.93
## where the power goes
group          switching (mW)  internal, mW
Combinational           0.120         0.134
Clock                  0.0289        0.0334
Sequential             0.0114        0.0874
Total                   0.160         0.255
## per-layer routing
layer	up-vias	wire length (um)	share of wire, %	track usage, %
li1	1461	-	-	-
met1	1226	3989	53	39.54
met2	73	3163	42	34.80
met3	2	317	4.2	1.413
met4	0	32	0.43	1.411
met5	-	0	0	0
## cells by family after synthesis
group,Yosys count,share of synthesized area [%]
buf+inv,58,10.65
xor+xnor,36,9.553
mux,9,2.881
simple gates,79,13.57
compound gates,110,21.34
fa+ha+maj,78,32.30
flops,16,9.704
## critical path, cell delays in order
cell,delay (ns)
clkdlybuf4s50_1,0.42
nor4_1,0.35
nand4_1,0.17
mux2_4,0.42
nor2_8,0.18
inv_4,0.12
clkdlybuf4s50_1,0.42
## path summary, 6_finish.rpt
check        cells after the start  slack, ns                to
max                              7       2.71            br_ctl
min reg2reg                      2       0.58  pc_dff.d11.state
max reg2reg                     20       4.06  pc_dff.d15.state
min                              2       0.58  pc_dff.d11.state
## cell usage in the layout (no fill, tap or decap), types with 2 or more instances in the layout
master / netlist / routed
clkdlybuf4s50_1: 0 / 77
or2_2: 2 / 2
nor4b_1: 2 / 2
nor2_1: 12 / 12
dfxtp_1: 16 / 16
nor4_1: 3 / 3
o22ai_1: 4 / 4
o21ai_0: 35 / 35
inv_1: 17 / 17
a21oi_1: 23 / 23
ha_1: 66 / 66
nand2_1: 18 / 18
o21a_1: 6 / 6
o311ai_2: 2 / 2
fa_1: 12 / 12
o211ai_1: 6 / 6
nand4_1: 3 / 3
nand2b_1: 12 / 12
a211oi_1: 5 / 5
or4_1: 2 / 2
mux2i_1: 8 / 8
nand3_1: 4 / 4
a21o_1: 7 / 7
buf_4: 32 / 2
nor3_1: 10 / 10
clkbuf_8: 0 / 3
a22oi_1: 8 / 8
a31oi_1: 5 / 5
xnor2_1: 23 / 23
and2_1: 2 / 2
nand3b_1: 2 / 2
xor2_1: 13 / 13
Power and IR drop assume default switching activity.
