[./design.v]
module CLA16(A,B,Cin,Cout,S);
input [15:0]A,B;
input Cin;
output Cout;
output[15:0]S;
wire c30,c74,c118,c1512;
wire p30,p74,p118,p1512;
wire g30,g74,g118,g1512;
wire g70,p70,g158,p158;
wire p150,g150;
CLA4 A3_0 (.A(A[3:0]),.B(B[3:0]),.Cin(Cin),.Cout(),.P(p30),.G(g30),.S(S[3:0]));
CLA4 A7_4 (.A(A[7:4]),.B(B[7:4]),.Cin(c30),.Cout(),.P(p74),.G(g74),.S(S[7:4]));
CLA4 A11_8 (.A(A[11:8]),.B(B[11:8]),.Cin(c74),.Cout(),.P(p118),.G(g118),.S(S[11:8]));
CLA4 A15_12 (.A(A[15:12]),.B(B[15:12]),.Cin(c118),.Cout(),.P(p1512),.G(g1512),.S(S[15:12]));
assign g70 = g74|(p74&g30);
assign p70 = p30&p74;
assign g158 = g1512|(p1512&g118);
assign p158 = p118&p1512;
assign g150 = g158|(p158&g70);
assign p150 = p70&p158;
assign c30 = g30|(Cin&p30);
assign c74 = g70|(Cin&p70);
assign c118 = g118|(g74&p118)|(g30&p74&p118)|(Cin&p70&p118);
assign Cout = g1512|(g118&p1512)|(g74&p158)|(g30&p74&p158)|(Cin&p150);
endmodule
module CLA4(A,B,Cin,Cout,P,G,S);
input [3:0]A,B;
input Cin;
output Cout, P,G;
output [3:0]S;
wire p0,p1,p2,p3;
wire g0,g1,g2,g3;
wire c1,c2,c3;
pfa bit0 (.A(A[0]),.B(B[0]),.Cin(Cin),.S(S[0]),.P(p0),.G(g0));
pfa bit1 (.A(A[1]),.B(B[1]),.Cin(c1),.S(S[1]),.P(p1),.G(g1));
pfa bit2 (.A(A[2]),.B(B[2]),.Cin(c2),.S(S[2]),.P(p2),.G(g2));
pfa bit3 (.A(A[3]),.B(B[3]),.Cin(c3),.S(S[3]),.P(p3),.G(g3));
assign P = p0&p1&p2&p3;
assign G = g3|(g2&p3)|(g1&p2&p3)|(g0&p1&p2&p3);
assign c1 = g0|(Cin&p0);
assign c2 = g1|(g0&p1)|(Cin&p0&p1);
assign c3 = g2|(g1&p2)|(g0&p1&p2)|(Cin&p0&p1&p2);
assign Cout = G |(Cin&P);
endmodule
module alu (A, B, Cin, Op, invA, invB, sign, Out, Ofl, Z,N,P, c_out);
        input [15:0] A;
        input [15:0] B;
        input Cin;
        input [2:0] Op;
        input invA;
        input invB;
        input sign;
        output reg [15:0] Out;
        output reg Ofl;
        output Z,N,P;
        output c_out;
  wire [15:0]notA,twosA ;
  wire [15:0]notB,twosB ;
  wire [15:0]shiftOut;
  wire [15:0]opA,opB;
  wire cout;
  wire [15:0] sumOut;
  wire or0,or1,or2,or3;
  assign notA = {~A[15],~A[14],~A[13],~A[12],~A[11],~A[10],~A[9],~A[8],~A[7],~A[6],~A[5],~A[4],~A[3],~A[2],~A[1],~A[0]};
  assign opA = (invA)?notA:A;
  assign notB = {~B[15],~B[14],~B[13],~B[12],~B[11],~B[10],~B[9],~B[8],~B[7],~B[6],~B[5],~B[4],~B[3],~B[2],~B[1],~B[0]};
  assign opB = (invB)?notB:B;
  shifter shift(.In(opA), .Cnt(opB[3:0]), .Op(Op[1:0]), .Out(shiftOut));
  CLA16 adder(.A(opA),.B(opB),.Cin(Cin),.Cout(cout),.S(sumOut));
  always @*
  begin
    Ofl = ((opA[15]&opB[15]&(~sumOut[15])))||((~opA[15])&(~opB[15])&(~opB[15])&sumOut[15]);
    case (Op[2])
      1'b0: Out = shiftOut;
      1'b1:begin
        case (Op[1:0])
          2'b00:
          begin
            Out = sumOut;
          end
          2'b01: Out = {opA[15]|opB[15],opA[14]|opB[14],opA[13]|opB[13],opA[12]|opB[12],opA[11]|opB[11],opA[10]|opB[10],opA[9]|opB[9],opA[8]|opB[8],opA[7]|opB[7],opA[6]|opB[6],opA[5]|opB[5],opA[4]|opB[4],opA[3]|opB[3],opA[2]|opB[2],opA[1]|opB[1],opA[0]|opB[0]};
          2'b10: Out = {opA[15]^opB[15],opA[14]^opB[14],opA[13]^opB[13],opA[12]^opB[12],opA[11]^opB[11],opA[10]^opB[10],opA[9]^opB[9],opA[8]^opB[8],opA[7]^opB[7],opA[6]^opB[6],opA[5]^opB[5],opA[4]^opB[4],opA[3]^opB[3],opA[2]^opB[2],opA[1]^opB[1],opA[0]^opB[0]};
          2'b11: Out = {opA[15]&opB[15],opA[14]&opB[14],opA[13]&opB[13],opA[12]&opB[12],opA[11]&opB[11],opA[10]&opB[10],opA[9]&opB[9],opA[8]&opB[8],opA[7]&opB[7],opA[6]&opB[6],opA[5]&opB[5],opA[4]&opB[4],opA[3]&opB[3],opA[2]&opB[2],opA[1]&opB[1],opA[0]&opB[0]};
        endcase
      end
      default:Out = shiftOut;
    endcase
  end
  assign or0 = Out[0]|Out[1]|Out[2]|Out[3];
  assign or1 = Out[4]|Out[5]|Out[6]|Out[7];
  assign or2 = Out[8]|Out[9]|Out[10]|Out[11];
  assign or3 = Out[12]|Out[13]|Out[14]|Out[15];
  assign Z = ~(or0|or1|or2|or3);
  assign N = Out[15];
  assign P = ~(Z^N);       
  assign c_out = cout; 
endmodule
module pfa(A,B,Cin,S,P,G);
input A,B,Cin;
output S,P,G;
assign P = A^B;
assign S = P^Cin;
assign G = A&B;
endmodule
module shifter (In, Cnt, Op, Out);
   input [15:0] In;
   input [3:0]  Cnt;
   input [1:0]  Op;
   output [15:0] Out;
   reg [15:0] c;
   reg [15:0] d;
   reg [15:0] e;
   reg [15:0] inreg;
   reg [15:0] outreg;
   reg [1:0]  opreg;
   reg [3:0]  cntreg;
   always @ *
   begin
     inreg = In;
     opreg = Op;
     cntreg = Cnt;
    case (Op)
  	  2'b00	:	
		begin
	             	e = cntreg[0] ? {inreg[14:0],inreg[15]}	:	inreg;
             		d = cntreg[1] ? {e[13:0], e[15:14]}	: 	e;
             		c = cntreg[2] ? {d[11:0],d[15:12]} 	: 	d;
             		outreg = cntreg[3] ? {c[7:0], c[15:8]} : 	c;          
		end
	  2'b01	:
		begin
	             	e = cntreg[0] ? {inreg[14:0],1'b0}	:	inreg;
             		d = cntreg[1] ? {e[13:0], {2{1'b0}}}	: 	e;
             		c = cntreg[2] ? {d[11:0],{4{1'b0}}} 	: 	d;
             		outreg = cntreg[3] ? {c[7:0], {8{1'b0}}}: 	c;          
		end
  	  2'b10	:	
		begin
	             	e = cntreg[0] ? {inreg[0],inreg[15:1]}	:	inreg;
             		d = cntreg[1] ? {e[1:0], e[15:2]}	: 	e;
             		c = cntreg[2] ? {d[3:0],d[15:4]} 	: 	d;
             		outreg = cntreg[3] ? {c[7:0], c[15:8]} : 	c;          
		end
	  2'b11	:
		begin
	             	e = cntreg[0] ? {1'b0,inreg[15:1]}	:	inreg;
             		d = cntreg[1] ? {{2{1'b0}}, e[15:2]}	: 	e;
             		c = cntreg[2] ? {{4{1'b0}},d[15:4]} 	: 	d;
             		outreg = cntreg[3] ? {{8{1'b0}}, c[15:8]}: 	c;          
		end
	  default:	outreg = inreg;
      endcase
    end
    assign Out = outreg;
endmodule
[./run.sh]
#!/bin/bash
# OpenROAD 26Q1-2900-gdf79404cd8, Yosys 0.63+post, stock flow scripts
make -C /OpenROAD-flow-scripts/flow DESIGN_CONFIG=/design/flow/config.mk WORK_HOME=/design/flow/orfs finish
[./config.mk]
export PLATFORM = sky130hd
export DESIGN_NAME = alu
export DESIGN_NICKNAME = alu
export VERILOG_FILES = /design/flow/design.v
export SDC_FILE = /design/flow/constraint.sdc
export NUM_CORES = 4
export LEC_CHECK = 1
export CORE_UTILIZATION = 50
[./constraint.sdc]
current_design alu

set clk_period 9.3
set clk_io_pct 0.2

create_clock -name clk0 -period $clk_period

set non_clock_inputs [all_inputs -no_clocks]
set_input_delay [expr $clk_period * $clk_io_pct] -clock clk0 $non_clock_inputs
set_output_delay [expr $clk_period * $clk_io_pct] -clock clk0 [all_outputs]
==> reports/qor.yml <==
max-vdd-ir-drop_mv: 0.0604
grt_max_degree: 48
fp.coreArea_um2: 9280
rsz0062_at_grt: "no"
grt_pass1_vias: 5290
antenna_left: 0
warnings: 53
comb_area_um2: 4510
power.leakage_uw: 0.00250
cp.arrival_ps: 7210
slew_violations: 0
gp_congestion: 1.08
final_layout_top_logic_cell: "nand2_1"
crit_path_max_fanout: 2
totalWireLength_um: 20600
num_rows: 35
hold_viol: 0
drt_iter0_drc: 589
startpoint_type: "input port"
regArea_um2: 0
required_ps: 7440
dp_cells: 890
avgSynthCellArea_um2: 6.74
insertedDiodeCount: 0
fp.dieH_um: 100
vias_per_cell: 6.64
grt.total_usage_pct: 41.9
dpl_worst_slack_ps: -376
overflow: 0
path_class: "in -> out"
timing.fmax_mhz: 110
syn_area_um2: 4810
fillCellCount: 806
grt_antenna_before_repair: 0
max_stage_delay_ps: 520
clkbuf_count: 0
slew_headroom_pct: 41.5
dr.pass1.iters: 5
cp-end-kind: "primary output"
setup_viol: 0
drv_cap: 0
die_w_um: 100
hold_path.class: "in -> out"
area_growth_pct: 22.5
dr_total_vias: 6073
fin_crit_ps: 9070
max_slew.worst_pin.slew_ps: 877
grt_first_pass_wirelength_um: 30900
final_util_pct: 63.5
drive_gt1_share_pct: 16.2
fin_ws_ps: 229
yosys_warnings: 2
critPathSlowestCell: "clkdlybuf4s50_1"
post_drt_wl_per_cell_um: 22.6
yosys_area_um2: 4810
port_buffers: 59
fp_util_pct: 51.8
hpwl_um: 15600
final_cell_count_no_fill: 914
synth_seq_share_pct: 0
lay_top_cells: "nand2_1, buf_4, clkdlybuf4s50_1, nor2_1, o21ai_0"
chip_area_um2: 10000
status: "complete, no violations"
power.total_uw: 561
fin_setup_tns_ps: 0
p_per_area_nw_per_um2: 95.2
drc: 0
io_pins: 60
synth.distinct_cells: 69
finalCritPeriodShare_pct: 97.5
ff_count: 0
syn-instance-count: 714
ys_cells: 714
[timing repair]
action,in CTS,in global routing
buffers inserted,24,0
hold buffers,0,0
pin swaps,12,4
setup endpoints to repair,2,2
gates resized,11,8
[worst paths after layout]
path	endpoint	depth (start not counted)	from
max	Z	27	B[1]
min	Out[11]	6	Op[0]
[layer usage]
layer	part of all wire (%)	up-vias	GRT usage (%)
met1	41	2788	61.2
li1	-	2796	-
met3	11	61	6.87
met4	5.5	0	18.1
met2	43	428	61.8
met5	0	-	0
[cells by family after synthesis]
family	after synthesis	share of synthesized area, %
compound gates	243	34.5
xor+xnor	37	7.28
fa+ha+maj	39	10.8
buf+inv	96	8.01
mux	49	14.7
simple gates	250	24.8
[where the power goes]
group	switching [uW]	internal (uW)	leakage (uW)
clock	0	0	0
sequential	0	0	0
combinational	312	249	0.00250
[through the flow]
step | hold WS, ps | area (um^2)
after floorplan | 3930 | 4810
after global placement | 4870 | 5630
after detailed placement | 4880 | 5630
after CTS | 4880 | 5850
after global routing | 4960 | 5900
final | 4890 | 5900
[Yosys cell counts (all sizes together) (3+ instances only)]
master,count,area [um^2]
mux4,16,360
o221a,4,45.0
nor4,4,31.3
o211ai,6,45.0
nor3,16,80.1
nor2,53,199
o31ai,7,52.6
and3,6,37.5
a221oi,14,129
o21ai,59,303
o21a,7,52.6
xor2,23,228
nand3,8,40.0
nor3b,3,22.5
or3,3,18.8
a21boi,4,30.0
a21o,9,67.6
a31oi,14,87.6
o22ai,12,75.1
a21oi,43,215
clkinv,4,15.0
a221o,6,60.1
o32ai,4,35.0
fa,4,80.1
a311oi,3,26.3
inv,44,165
nand2b,19,119
o221ai,7,61.3
ha,35,438
a211oi,6,45.0
buf,20,100
xnor2,14,123
a22o,6,52.6
a31o,3,26.3
mux2i,20,200
or2,11,68.8
and2,5,31.3
a22oi,11,82.6
mux2,13,146
nor2b,25,156
clkbuf,28,105
a211o,5,43.8
nand2,91,342
[critical path, delay by kind of cell]
kind | cells | cell delay (ps)
AND-OR/OR-AND | 9 | 1690
XOR/XNOR | 2 | 560
adder cells (fa/ha/maj) | 2 | 470
buffers and inverters | 7 | 1590
multiplexers | 1 | 120
AND/OR/NAND/NOR | 6 | 920
[layout make-up]
cell class | count | share of cell area, %
inverters | 48 | 3.06
multi-input cells | 618 | 76.6
repair buffers | 119 | 17.6
well taps | 129 | 2.74
Power and IR drop assume default switching activity.
