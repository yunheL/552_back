==> flow/config.mk <==
export PLATFORM = sky130hd
export DESIGN_NAME = reg16_init
export DESIGN_NICKNAME = reg16_init
export VERILOG_FILES = /design/flow/design.v
export SDC_FILE = /design/flow/constraint.sdc
export NUM_CORES = 4
export LEC_CHECK = 1
export CORE_AREA = 10 10 84 84
export DIE_AREA = 0 0 94 94
==> flow/design.v <==
module dff (q, d, clk, rst);
    output         q;
    input          d;
    input          clk;
    input          rst;
    reg            state;
    assign #(1) q = state;
    always @(posedge clk) begin
      state = rst? 0 : d;
    end
endmodule
module reg16_init(read,write,wr_en,rst,clk);
input [15:0]write;
input wr_en,rst,clk;
output [15:0] read;
wire [15:0]d_in;
assign d_in = (rst)? 16'h0800:
              (wr_en)? write:
              read;
dff d0 (.q(read[0]),.d(d_in[0]),.clk(clk),.rst(1'b0));
dff d1 (.q(read[1]),.d(d_in[1]),.clk(clk),.rst(1'b0));
dff d2 (.q(read[2]),.d(d_in[2]),.clk(clk),.rst(1'b0));
dff d3 (.q(read[3]),.d(d_in[3]),.clk(clk),.rst(1'b0));
dff d4 (.q(read[4]),.d(d_in[4]),.clk(clk),.rst(1'b0));
dff d5 (.q(read[5]),.d(d_in[5]),.clk(clk),.rst(1'b0));
dff d6 (.q(read[6]),.d(d_in[6]),.clk(clk),.rst(1'b0));
dff d7 (.q(read[7]),.d(d_in[7]),.clk(clk),.rst(1'b0));
dff d8 (.q(read[8]),.d(d_in[8]),.clk(clk),.rst(1'b0));
dff d9 (.q(read[9]),.d(d_in[9]),.clk(clk),.rst(1'b0));
dff d10 (.q(read[10]),.d(d_in[10]),.clk(clk),.rst(1'b0));
dff d11 (.q(read[11]),.d(d_in[11]),.clk(clk),.rst(1'b0));
dff d12 (.q(read[12]),.d(d_in[12]),.clk(clk),.rst(1'b0));
dff d13 (.q(read[13]),.d(d_in[13]),.clk(clk),.rst(1'b0));
dff d14 (.q(read[14]),.d(d_in[14]),.clk(clk),.rst(1'b0));
dff d15 (.q(read[15]),.d(d_in[15]),.clk(clk),.rst(1'b0));
endmodule
==> flow/run.sh <==
#!/bin/bash
# OpenROAD 26Q1-2900-gdf79404cd8, Yosys 0.63+post, stock flow scripts
make -C /OpenROAD-flow-scripts/flow DESIGN_CONFIG=/design/flow/config.mk WORK_HOME=/design/flow/orfs finish
==> flow/constraint.sdc <==
current_design reg16_init

set clk_period 1.5
set clk_io_pct 0.2

create_clock -name clk0 -period $clk_period [get_ports {clk}]

set non_clock_inputs [all_inputs -no_clocks]
set_input_delay [expr $clk_period * $clk_io_pct] -clock clk0 $non_clock_inputs
set_output_delay [expr $clk_period * $clk_io_pct] -clock clk0 [all_outputs]
==> metrics.cfg <==
[cts]
clock-sinks=16
cts_buffers=3
ctsHoldBuffers=0
cts.path.max_buffers=2
cts_tree=built
cts_root_buf=clkbuf_8
cts-resized-gates=0
cts_htree_levels=1
clkTransAtPathRegs_ns=0.06
insertion_delay_ns=0.25
post_cts_buffers=0

[route]
wl_met2_um=828
n_antenna_cell=0
viasPerCell=3.01
drtIter0Drc=18
num_vias=476
ant_nets=0
routed_wirelength_um=1740
top_layer_used=met4
first_pass_iters=3
drcViolationCount=0
wl_met1_um=687
wl_met3_um=162
wl_per_cell_um=11.0

[synthesis]
ys_ff=16
edf_count=0
async_reset_ff_share_pct=0
yosys.area.top_type=dfxtp_1
synth.distinct_cells=10
ff_type=dfxtp_1
ys.warnings.count=1
top_cells_by_area=dfxtp_1 (46%), mux2i_1 (21%), buf_4 (17%)
top_area_share_pct=45.6
postSynthAreaPerCell_um2=10.3
synthTopCellsByCount=buf_4 (16), dfxtp_1 (16), mux2i_1 (15), nor2_1 (15)
ys_seq_share_pct=45.6
yosysChipArea_um2=702
synth_cells=68
netlist_area_um2=702
ys_cells=68

[final_timing]
setup_viol=0
fmax_ghz=0.737
slew_headroom_pct=89.9
fin_skew_ns=0
period_minus_slack_ns=1.36
finalClockPeriodUsage_pct=90.4
setup_slack_ns=0.144
rsz0062_at_grt=false
fin_tns_setup_ns=0
slew_violations=0
worst_slew_pin_slew_ns=0.148
hold_ws_ns=0.498
finalHoldViolations=0

[placement]
placedCellCount=155
hpwl_um=1330
io_buffers=34
gp_congestion=0.643
dp_slack_ns=0.112
placed_area_um2=1000

[worst_setup_path]
crit_buf_inv=1
cp_cell_sequence=clkdlybuf4s50_1
startpoint_type=register
crit_type=reg -> out
crit_fanout=2
critPathTopFamily=buffers and inverters
crit_required_ns=1.20
critical-path-max-stage-delay_ns=0.47
crit_slowest_cell=clkdlybuf4s50_1
arrival_ns=1.06
cp-end-kind=output pin

[floorplanning]
num_rows=26
dieHeight_um=94
fp_util_pct=13.5
core_region_area_um2=5200
num_io_pins=35
die_w_um=94
dieArea_um2=8840

[power]
switching_share_pct=21.8
powerDensity_nw_per_um2=908
p_leak_nw=0.422
p_int_w=0.000742
power.share.combinational_pct=16.3
ir_worst_vdd_uv=216
netSwitchingPower_w=0.000208
clkPwrFrac_pct=34.9
p_seq_share_pct=48.8

[global_routing]
grt_pass1_wl_um=2770
grt_pass1_vias=536
grt_overflow=0
track_usage_pct=3.87
grt_max_degree=18
antenna_found_initial=0

[final_layout]
drive_above_1_share_pct=6.82
areaGrowthSynthToFinish_pct=49.0
regArea_um2=320
fillCellCount=586
post-route-cell-area_um2=1050
combGateArea_um2=221
stdcell_count=158

[outcome]
status=complete, no violations

[hold_path]
hold_class=reg -> reg

[job]
tool_warnings=25
maxCapViolCount=0

[final timing paths]
path	startpoint	endpoint	slack, ns	cells past startpoint
min	d8.state	d8.state	0.50	2
max reg2reg	d11.state	d11.state	0.75	2
min reg2reg	d8.state	d8.state	0.50	2
max	d15.state	read[15]	0.14	1
[worst min-delay path, stage by stage, from the launching register on]
cell and delay [ns]:
dfxtp_1 0.33, mux2i_1 0.07, nor2_1 0.07
[layer usage]
metal	track usage, %	up-vias
li1	-	243
met1	4.52	211
met2	6.34	17
met3	1.53	5
met4	1.27	0
met5	0	-
[power groups by stage]
| stage | Sequential, W | Clock (W) | Combinational, W |
|---|---|---|---|
| 5_1_grt | 0.000467 | 0.000382 | 0.000172 |
| 6_report | 0.000463 | 0.000332 | 0.000155 |
| 4_1_cts | 0.000463 | 0.000362 | 0.000160 |
[placed cells by master (no fill, tap or decap), drive strengths merged]
| master | n |
|---|---|
| nor2 | 15 |
| clkdlybuf4s50 | 34 |
| buf | 3 |
| clkbuf | 3 |
| nor2b | 1 |
| mux2i | 15 |
| dfxtp | 16 |
| a211o | 1 |
[stage by stage]
stage / power (W) / util [%]
after global placement: 0.000632 / 19.3
final: 0.000950 / 20.1
after global routing: 0.00102 / 20.1
after floorplan: 0.000556 / -
after detailed placement: 0.000632 / 19.3
after CTS: 0.000986 / 20.1
[flip-flops by register name (all words and copies together) (netlist names)]
signal,flops
d0.state,1
d1.state,1
d10.state,1
d11.state,1
d12.state,1
d13.state,1
d14.state,1
d15.state,1
d2.state,1
d3.state,1
d4.state,1
d5.state,1
d6.state,1
d7.state,1
d8.state,1
d9.state,1
[kinds of logic (layout without fill, tap and decap cells)]
family,count (synthesis),count (layout),share of synthesized area [%]
compound gates,1,1,1.25
buf+inv,20,40,22.8
flops,16,16,45.6
mux,15,15,21.4
simple gates,16,16,8.91
[cell type report]
cell class,count,area share [%]
clock buffer,3,3.95
multi-input combinational,32,21.2
sequential,16,30.6
tap,70,8.37
timing repair buffer,37,35.9
No activity file was given, so power comes from the tool's default toggle rates.
