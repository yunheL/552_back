**design.v**
```verilog
module nand2 (in1,in2,out);
input in1,in2;
output out;
assign out = ~(in1 & in2);
endmodule
module nor2 (in1,in2,out);
input in1,in2;
output out;
assign out = ~(in1 | in2);
endmodule
module not1 (in1,out);
input in1;
output out;
assign out = ~in1;
endmodule
module FA_1(S, Cout, A, B, Cin);
  input A;
  input B;
  input Cin;
  output S;
  output Cout;
  wire Im0, Im1, Im2, Im3, Im4, Im5, Im6;
  xor3 xor3_A(.in1(Cin), .in2(A), .in3(B), .out(S));
  nor2 nor2_A(.in1(A), .in2(B), .out(Im0));
  not1 not1_A(.in1(Im0), .out(Im1));
  nand2 nand2_A(.in1(Im1), .in2(Cin), .out(Im2));
  not1 not1_B(.in1(Im2), .out(Im3));
  nand2 nand2_B(.in1(A), .in2(B), .out(Im4));
  not1 not1_C(.in1(Im4), .out(Im5));
  nor2 nor2_B(.in1(Im3), .in2(Im5), .out(Im6));
  not1 not1_D(.in1(Im6), .out(Cout));
endmodule 
module FA_4(S, CO, A, B, CI);
  input [3:0] A;
  input [3:0] B;
  input CI;
  output [3:0] S;
  output CO;
  wire Im0, Im1, Im2;
  FA_1 FA1_A(.S(S[0]), .Cout(Im0), .A(A[0]), .B(B[0]), .Cin(CI));
  FA_1 FA1_B(.S(S[1]), .Cout(Im1), .A(A[1]), .B(B[1]), .Cin(Im0));
  FA_1 FA1_C(.S(S[2]), .Cout(Im2), .A(A[2]), .B(B[2]), .Cin(Im1));
  FA_1 FA1_D(.S(S[3]), .Cout(CO), .A(A[3]), .B(B[3]), .Cin(Im2));
endmodule 
module fulladder16(SUM, CO, A, B, CI);
  input [15:0] A;
  input [15:0] B;
  input CI;
  output [15:0] SUM;
  output CO;
  wire Im0, Im1, Im2;
  FA_4 FA4_A(.S(SUM[3:0]), .CO(Im0), .A(A[3:0]), .B(B[3:0]), .CI(CI));
  FA_4 FA4_B(.S(SUM[7:4]), .CO(Im1), .A(A[7:4]), .B(B[7:4]), .CI(Im0));
  FA_4 FA4_C(.S(SUM[11:8]), .CO(Im2), .A(A[11:8]), .B(B[11:8]), .CI(Im1));
  FA_4 FA4_D(.S(SUM[15:12]), .CO(CO), .A(A[15:12]), .B(B[15:12]), .CI(Im2));
endmodule 
module xor3 (in1,in2,in3,out);
   input in1,in2,in3;
   output out;
   assign out = in1 ^ in2 ^ in3;
endmodule
```
**run.sh**
```bash
#!/bin/bash
# OpenROAD 26Q1-2900-gdf79404cd8, Yosys 0.63+post, stock flow scripts
make -C /OpenROAD-flow-scripts/flow DESIGN_CONFIG=/design/flow/config.mk WORK_HOME=/design/flow/orfs finish
```
**config.mk**
```make
export PLATFORM = sky130hd
export DESIGN_NAME = fulladder16
export DESIGN_NICKNAME = fulladder16
export VERILOG_FILES = /design/flow/design.v
export SDC_FILE = /design/flow/constraint.sdc
export NUM_CORES = 4
export LEC_CHECK = 1
export CORE_AREA = 10 10 70 70
export DIE_AREA = 0 0 80 80
```
**constraint.sdc**
```tcl
current_design fulladder16

set clk_period 6.5
set clk_io_pct 0.2

create_clock -name clk0 -period $clk_period

set non_clock_inputs [all_inputs -no_clocks]
set_input_delay [expr $clk_period * $clk_io_pct] -clock clk0 $non_clock_inputs
set_output_delay [expr $clk_period * $clk_io_pct] -clock clk0 [all_outputs]
```
==> Flow_metrics.wiki <==
== Implementation results ==
{| class="wikitable"
! Metric !! Value
|-
| Status || finished, violations left
|-
| Violated checks || setup timing
|-
| Total overflow reported by the global router || 0
|-
| Final HPWL from detailed placement || 1.64 mm
|-
| Global-route wire length before repair || 2.57 mm
|-
| Number of cells on the worst hold path || 5
|-
| Cell-by-cell listing of the critical path || buf_6 > inv_2 > fa_2 > inv_2 > fa_2 > fa_2 > fa_2 > fa_2 > fa_2 > fa_2 > fa_2 > fa_2 > fa_2 > fa_2 > fa_2 > fa_2 > fa_2 > fa_2 > inv_2 > fa_2 > inv_2 > buf_6
|-
| Number of nets still failing antenna checks after routing || 0
|-
| Adder-cell area share of the yosys netlist || 0.670
|-
| Highest clock rate || 0.119 GHz
|-
| Horizontal die dimension || 80 um
|-
| Worst setup EP type || primary output
|-
| Detailed-route vias per instance || 3.34
|-
| Total area of sequential cells || 0 um^2
|-
| Maximum number of pins on one net before global-route repair || 2
|-
| Total track usage || 0.0515
|-
| Antenna violations before repair || 0
|-
| Tally of max-capacitance violations || 0
|-
| Worst Setup Start Kind || primary input
|-
| Routed length per instance || 13.6 um
|-
| Total Die Area || 6400 um^2
|-
| Cell area after synthesis || 478 um^2
|-
| Master of the slowest instance on the critical path || fa_2
|-
| Power consumption || 0.0796 mW
|-
| Reg power frac || 0
|-
| Commonest cells in the netlist || buf_4 (16), fa_1 (16), inv_1 (10)
|-
| Most prevalent standard cell on the critical path || fa_2
|-
| Sequential cell area fraction in the yosys report || 0
|-
| Vertical die size || 80 um
|-
| Starting Density || 0.140
|-
| Peak supply drop || 0.0248 mV
|-
| Class of the worst hold path || in2out
|-
| Number of warnings reported in the yosys synthesis log || 0
|-
| Arrival @ worst endpoint || 7.12 ns
|-
| Cell total in the yosys stat output || 42
|-
| Final worst path period need || 8.42 ns
|-
| Worst-margin pin slew || 0.119 ns
|-
| Number of clock buffer instances in the layout || 0
|-
| Number of antenna repair diodes || 0
|-
| Top cell type's share of synthesized area || 0.670
|-
| Cell taking the most area after synthesis || fa_1
|-
| CP Data Required Time || 5.20 ns
|-
| Synth cell types || 3
|-
| Area overhead of the layout relative to synthesis || 97.4%
|-
| GPL Wtd Cong || 0.849
|-
| Power Internal || 0.0552 mW
|-
| Net switching component of the power || 0.0244 mW
|-
| Pins over their slew limit || 0
|-
| Critical setup path kind || in2out
|-
| Tool Warnings || 35
|-
| Max incr delay on CP || 0.42 ns
|-
| Area fraction in xor and xnor cells || 0
|-
| Post-Synthesis Cells || 42
|-
| IO Count || 50
|-
| Setup slack after layout || -1.92 ns
|-
| Worst hold-check slack || 3.36 ns
|-
| Sw Ratio || 0.307
|-
| Maximum fanout along the worst path || 1
|-
| Starting DRT DRC Count || 3
|-
| Total Routed Length || 1.65 mm
|-
| Placeable core region || 3420 um^2
|-
| Port-buffer cells || 50
|-
| Yosys chip area || 478 um^2
|-
| Seq_cells || 0
|-
| Fraction of final layout cells sized beyond drive strength 1 || 0.434
|-
| Syn Area/Cell || 11.4 um^2
|-
| Number of global-route vias before repair || 509
|-
| Post-Synth AOI/OAI Area || 0
|-
| Number of fillers in the final layout || 365
|-
| Max-Slew Margin vs Limit || 0.920
|-
| Number of hold violations in the final report || 0
|-
| Dominant cells by area after synthesis || fa_1 (67%), buf_4 (25%), inv_1 (7.9%)
|-
| Drt first pass iters || 3
|-
| Power per Cell Area || 84.4 nW/um^2
|-
| # DRC || 0
|-
| Setup repair after global routing missed its margin || yes
|-
| Logic pwr share || 1.000
|-
| Final setup violation count || 7
|-
| Mux share of post-synthesis cell area || 0
|-
| Number of post-CTS setup repair buffers || 0
|-
| Final Core Density || 0.276
|-
| Placed Area || 971 um^2
|-
| Cell leakage power || 0.363 nW
|-
| Clock power share || 0
|-
| Dominant comb cell || adder cells
|-
| Basic Gates by Area || 0
|-
| Cell area after layout || 943 um^2
|-
| Final cycle utilization of the critical path || 1.30
|-
| Site row count || 21
|-
| Number of vias after detailed routing || 407
|}
-- path summary, 6_finish.rpt --
path	startpoint	endpoint
setup / recovery	CI	SUM[15]
hold / removal	CI	SUM[0]
-- cell usage in the layout, fill, tap and decap left out --
| cell | count |
|---|---|
| clkdlybuf4s50_1 | 36 |
| fa_2 | 16 |
| buf_2 | 7 |
| inv_2 | 4 |
| inv_1 | 4 |
| buf_6 | 3 |
| dlygate4sd2_1 | 3 |
| inv_12 | 1 |
| clkinv_4 | 1 |
| buf_8 | 1 |
-- power groups by stage --
stage,registers [mW],logic (mW),clock network (mW)
after CTS,0,0.0819,0
after global routing,0,0.0911,0
final,0,0.0796,0
-- layer usage --
metal | routed length [um] | GRT usage
met5 | 0 | 0
met4 | 0 | 0
met3 | 518 | 0.0534
met2 | 538 | 0.0658
met1 | 597 | 0.0625
-- per-stage QoR --
| stage | TNS [ns] | worst slack [ns] | cells |
|---|---|---|---|
| floorplan | -6.47 | -1.69 | 42 |
| global route | -8.65 | -2.05 | 122 |
| global placement | -15.22 | -2.79 | 122 |
| CTS | -10.31 | -2.31 | 122 |
| finish | -7.90 | -1.92 | 122 |
| detailed placement | -15.40 | -2.81 | 122 |
-- timing repair --
action | CTS | global route
hold endpoints to repair | 0 | 0
setup endpoints to repair | 10 | 8
resized | 48 | 3
pin swaps | 16 | 16
hold buffers | 0 | 0
-- final cells by class --
type / instances / area [um^2] / area share
repair buffers: 50 / 470 / 0.499
multi-input cells: 16 / 360 / 0.382
inverters: 10 / 55.1 / 0.0584
well taps: 46 / 57.6 / 0.0610
-- critical path: cells and delay by family --
| family | cells | cell delay (ns) |
|---|---|---|
| fa+ha+maj | 16 | 5.43 |
| buf+inv | 6 | 0.38 |
-- kinds of logic (layout without fill, tap and decap cells) --
logic type | count (synthesis) | in the layout
buf+inv | 26 | 60
fa+ha+maj | 16 | 16
Power is estimated from default activity; no workload was simulated.
