==> design/flow/design.v <==
module mf_data(rd,rs,regdst,memtoreg,slbi,compareS,btr_cntl,aluOut,mem_out,alu_out,imm,writereg,ofl,zero,N,P,inst,ld_imm,regwritedata);
input [2:0] rd,rs;
input ofl,zero,N,P,ld_imm;
input regdst,memtoreg,slbi,compareS,btr_cntl;
input [15:0] mem_out,alu_out,imm,inst,aluOut;
output [2:0]writereg;
output [15:0]regwritedata;
wire [15:0] regwrback, sResults, slbi_aluOut, btr_out;
assign writereg = (regdst)? rd:rs;
assign regwrback = (memtoreg)?mem_out:
                     (slbi)?slbi_aluOut:
                     (compareS)? sResults:
                     btr_cntl? btr_out:
                      aluOut;
assign sResults =  (zero&(inst[15:11]==5'b11100))? 16'h0001:
                   (P&(inst[15:11]==5'b11101))? 16'h0001:
                   ((P|zero)&(inst[15:11]==5'b11110))? 16'h0001:
                   (ofl&(inst[15:11]==5'b11111))? 16'h0001:
                   16'h0000;
assign slbi_aluOut = {(aluOut[15]|imm[15]), (aluOut[14]|imm[14]),
                        (aluOut[13]|imm[13]), (aluOut[12]|imm[12]),
                        (aluOut[11]|imm[11]), (aluOut[10]|imm[10]),
                        (aluOut[9]|imm[9]), (aluOut[8]|imm[8]),
                        (aluOut[7]|imm[7]), (aluOut[6]|imm[6]),
                        (aluOut[5]|imm[5]), (aluOut[4]|imm[4]),
                        (aluOut[3]|imm[3]), (aluOut[2]|imm[2]),
                        (aluOut[1]|imm[1]), (aluOut[0]|imm[0])};
assign btr_out = {aluOut[0],aluOut[1],aluOut[2],aluOut[3],
                     aluOut[4],aluOut[5],aluOut[6],aluOut[7],
                    aluOut[8],aluOut[9],aluOut[10],aluOut[11],
                    aluOut[12],aluOut[13],aluOut[14],aluOut[15]};
assign regwritedata = (ld_imm)? imm:regwrback;
endmodule
==> design/flow/run.sh <==
#!/bin/bash
# OpenROAD 26Q1-2900-gdf79404cd8, Yosys 0.63+post, stock flow scripts
make -C /OpenROAD-flow-scripts/flow DESIGN_CONFIG=/design/flow/config.mk WORK_HOME=/design/flow/orfs finish
==> design/flow/config.mk <==
export PLATFORM = sky130hd
export DESIGN_NAME = mf_data
export DESIGN_NICKNAME = mf_data
export VERILOG_FILES = /design/flow/design.v
export SDC_FILE = /design/flow/constraint.sdc
export NUM_CORES = 4
export LEC_CHECK = 1
export CORE_AREA = 10 10 82 82
export DIE_AREA = 0 0 92 92
==> design/flow/constraint.sdc <==
current_design mf_data

set clk_period 2.4
set clk_io_pct 0.2

create_clock -name clk0 -period $clk_period

set non_clock_inputs [all_inputs -no_clocks]
set_input_delay [expr $clk_period * $clk_io_pct] -clock clk0 $non_clock_inputs
set_output_delay [expr $clk_period * $clk_io_pct] -clock clk0 [all_outputs]
==> flow_summary.ini <==
; synthesis and place-and-route metrics
[yosys]
yosys_warnings = 0
yosysChipArea_um2 = 823
syn_inst = 118
yosysCellCount = 118
ys_seq_share_pct = 0
netlist_area_um2 = 823
yosysUniqueCellTypes = 19
synth.avg_cell_area_um2 = 6.98

[route]
via_per_inst = 4.28
drt_iter0_markers = 43
postRouteWirelength_um = 3970
via_count = 1206
dr.pass1.iters = 4
wl_per_cell_um = 14.1
antenna_left = 0
diodes = 0
drc = 0

[timing]
max_freq_mhz = 434
final_max_slew_viol_count = 0
finalClockPeriodUsage_pct = 96.1
hold_viol = 0
min_period_ns = 2.31
setup_viol = 0
relSlewSlack_pct = 85.6
rsz0062_at_grt = false
holdWs_ns = 1.58
worst_pin_slew_ns = 0.216

[floorplan]
row_count = 26
fp_util_pct = 16.2
die_h_um = 92
ios = 115
die-area_um2 = 8460
die_x_um = 92
core_um2 = 5070

[run_status]
outcome = finished clean

[place]
dpl.hpwl_um = 3240
postPlaceCellArea_um2 = 1790
place_inst = 273
io_buffers = 87
gp_congestion = 0.705

[grt]
grt_max_degree = 18
globalRouteMet3Util_pct = 2.06
grt.busiest_layer = met2
grt_overflow = 0
grt_pass1_vias = 1293
met1_usage_pct = 10.9
antenna_found_initial = 0
grt_pass1_wl_um = 6360
groute.usage.overall_pct = 8.94
use_met2_pct = 16.5

[critical_path]
cp_slowest_cell = clkdlybuf4s50_1
critPathCaptureType = output port
cp.required_ns = 1.92
crit_arrival_ns = 1.83
path_cells = clkdlybuf4s50_1 -> buf_12 -> buf_4 -> mux2i_1 -> o21ai_2 -> dlygate4sd2_1
cpPeakStageDelay_ns = 0.51
worst-path-max-fanout = 10
start_kind = primary input
path_class = in2out

[finish]
drive_gt1_share_pct = 16.5
final_area_um2 = 1890
clkbuf_count = 0
final_core_util_pct = 37.2
flops = 0
syn2layout_area_growth_pct = 129
comb_area_um2 = 748
seq_area_um2 = 0
fill_cells = 543
layoutNonFillerInstCount = 282

[power]
power_leakage_uw = 0.000813
power.density_nw_per_um2 = 167
ir_drop_mv = 0.0594

[cts]
cts-hold-fix-buffers = 0

[run]
warnings = 60
max-cap-violations = 0

[hold_path]
hold_class = in2out
final cells by class:
cell class | count | share of cell area, %
timing repair buffer | 104 | 55.6
tap | 70 | 4.64
inverter | 1 | 0.199
multi-input combinational | 107 | 39.6
metrics by stage:
stage / setup WS, ns / power, µW / setup TNS (ns)
6_report: 0.0934 / 316 / 0
3_3_place_gp: -0.337 / 309 / -4.08
5_1_grt: 0.0139 / 349 / 0
3_5_place_dp: -0.318 / 311 / -4.03
2_1_floorplan: 0.655 / 109 / 0
4_1_cts: 0.0137 / 322 / 0
worst max-delay path: cells and delay by family:
| family | cells | cell delay (ns) |
|---|---|---|
| AND-OR/OR-AND | 1 | 0.06 |
| multiplexers | 1 | 0.23 |
| buffers and inverters | 4 | 1.06 |
power by group:
part / internal (µW) / total [µW] / switching (µW)
clock network: 0 / 0 / 0
logic: 211 / 316 / 106
registers: 0 / 0 / 0
total: 211 / 316 / 106
final timing paths:
path,start,end,depth (start not counted)
worst max-delay path,memtoreg,regwritedata[6],6
worst min-delay path,imm[10],regwritedata[10],4
cells in the mapped netlist, drive strengths merged:
cell / n / share of area [%]
a211oi: 1 / 0.91
clkbuf: 4 / 1.8
mux2i: 32 / 39
or2: 1 / 0.76
nand4: 1 / 0.76
a21oi: 4 / 2.4
nand2: 15 / 6.8
buf: 6 / 8.1
nor2: 3 / 1.4
o211ai: 1 / 1.5
inv: 1 / 0.46
o21ai: 46 / 32
mux2: 3 / 4.1
kinds of logic (layout without fill, tap and decap cells):
group           count (synthesis)  count (layout)  share of synthesized area (%)
mux                            35              35                           43.0
compound gates                 52              52                           36.9
buf+inv                        11             105                           10.3
simple gates                   20              20                           9.73
layout by cell type (no fill, tap or decap), drive strengths merged:
| master | n |
|---|---|
| a211oi | 1 |
| a21oi | 4 |
| buf | 16 |
| bufbuf | 1 |
| clkbuf | 1 |
| clkdlybuf4s15 | 3 |
| clkdlybuf4s50 | 68 |
| dlygate4sd2 | 15 |
| inv | 1 |
| mux2 | 3 |
| mux2i | 32 |
| nand2 | 15 |
| nand4 | 1 |
| nor2 | 3 |
| o211ai | 1 |
| o21ai | 46 |
| or2 | 1 |
metal layers:
metal | up-vias | share of wire [%]
met5 | - | 0
met4 | 0 | 0
met3 | 0 | 6.4
met2 | 39 | 52
met1 | 534 | 41
li1 | 633 | -
what timing repair did:
action / CTS / global route
pin swaps: 4 / 1
buffers inserted: 7 / 0
endpoints found under the setup margin: 16 / 2
gates resized: 39 / 3
cloned: 2 / 0
Power is estimated from default activity; no workload was simulated.
